### /design/flow/run.sh
#!/bin/bash
# OpenROAD 26Q1-2900-gdf79404cd8, Yosys 0.63+post, stock flow scripts
make -C /OpenROAD-flow-scripts/flow DESIGN_CONFIG=/design/flow/config.mk WORK_HOME=/design/flow/orfs finish
### /design/flow/config.mk
export PLATFORM = sky130hd
export DESIGN_NAME = ahb_address_decoder
export DESIGN_NICKNAME = ahb_address_decoder
export VERILOG_FILES = /design/flow/design.v
export SDC_FILE = /design/flow/constraint.sdc
export NUM_CORES = 4
export LEC_CHECK = 1
export CORE_AREA = 10 10 70 70
export DIE_AREA = 0 0 80 80
### /design/flow/constraint.sdc
current_design ahb_address_decoder

set clk_period 3.7
set clk_io_pct 0.2

create_clock -name clk0 -period $clk_period

set non_clock_inputs [all_inputs -no_clocks]
set_input_delay [expr $clk_period * $clk_io_pct] -clock clk0 $non_clock_inputs
set_output_delay [expr $clk_period * $clk_io_pct] -clock clk0 [all_outputs]
### /design/flow/design.v
module ahb_address_decoder (
	input wire          HSELx,
	input wire  [31:0]  HADDR,
	input wire  [ 2:0]  HBURST,
	input wire  [ 3:0]  HPROT,
	input wire  [ 2:0]  HSIZE,
	input wire  [ 1:0]  HTRANS,
	input wire          HWRITE,
	input wire          rcv_fifo_full,
	input wire          rcv_fifo_empty,
	input wire          tx_fifo_empty,
	output wire [ 3:0]  opcode
);
	parameter SINGLE = 3'b000;
	parameter INCR = 3'b001;
	parameter IDLE = 2'b00;
	parameter BUZ = 2'b01;
	parameter NONSEQ = 2'b10;
	parameter SEQ = 2'b11;
	typedef enum bit [3:0] {NOP, OUTPUT_BUR, INPUT_BUR, KEY_BUR, LAST_KEY_WORD_BUR, GET_STATUS,
				ENCRYPT, DECRYPT, BUSY, ERROR, OUTPUT_BUR_BUSY, INPUT_BUR_BUSY, KEY_BUR_BUSY} opcodeType;
	opcodeType op;
	assign opcode = op;
	always_comb begin
		if (HSELx == 1'b0 || HTRANS == IDLE) begin
			op = NOP;
		end
		else if (HSIZE != 2) begin
			op = ERROR;
		end
		else if (HADDR >= 32'h80 && HADDR < 32'hE0 && !HWRITE && HBURST == INCR && HTRANS != BUSY && !tx_fifo_empty) begin
			op = OUTPUT_BUR;
		end
		else if (HADDR >= 32'h80 && HADDR < 32'hE0 && !HWRITE && HBURST == INCR && HTRANS != BUSY && tx_fifo_empty) begin
			op = OUTPUT_BUR_BUSY;
		end
		else if (HADDR >= 32'h40 && HADDR < 32'h80 && HWRITE && HBURST == INCR && HTRANS != BUSY && !rcv_fifo_full) begin
			op = INPUT_BUR;
		end
		else if (HADDR >= 32'h40 && HADDR < 32'h80 && HWRITE && HBURST == INCR && HTRANS != BUSY && rcv_fifo_full) begin
			op = INPUT_BUR_BUSY;
		end
		else if (HADDR == 32'h10 && HWRITE && HBURST == INCR && HTRANS != BUSY && rcv_fifo_empty) begin
			op = KEY_BUR;
		end
		else if (HADDR == 32'h10 && HWRITE && HBURST == INCR && HTRANS != BUSY && !rcv_fifo_empty) begin
			op = KEY_BUR_BUSY;
		end
		else if (HADDR >= 32'h14 && HADDR < 32'h1C && HWRITE && HBURST == INCR && HTRANS != BUSY) begin
			op = KEY_BUR;
		end
		else if (HADDR == 32'h1C && HWRITE && HBURST == INCR && HTRANS != BUSY) begin
			op = LAST_KEY_WORD_BUR;
		end
		else if (HADDR == 32'h00 && !HWRITE && HBURST == SINGLE && HTRANS == NONSEQ) begin
			op = GET_STATUS;
		end
		else if (HADDR == 32'h04 && HWRITE && HBURST == SINGLE && HTRANS == NONSEQ) begin
			op = ENCRYPT;
		end
		else if (HADDR == 32'h08 && HWRITE && HBURST == SINGLE && HTRANS == NONSEQ) begin
			op = DECRYPT;
		end
		else if (HTRANS == BUZ) begin
			op = BUSY;
		end
		else begin
			op = ERROR;
		end
	end
endmodule
==> notes.md <==
Implementation status.

- The flow ran to the end, and the final reports show no timing, DRC or antenna violations.
- In the Yosys report, the sequential cells make up 0% of the chip area.
- Entering global routing, the biggest net connects 7 pins.
- Synthesis instantiated 32 different standard cells from the library.
- The nature of the critical path endpoint is a primary output.
- The arrival time reported for the critical path endpoint is 2.89 ns.
- Net switching is 28.2% of the power.
- The detailed router reported a total wirelength of 2130 um.
- The total met3 wirelength after detailed routing is 261 um.
- The number of sequential cells in the layout is 0.
- According to the report, the first pass of detailed routing completed in 4 iterations.
- The stat command in Yosys gives a chip area of 384 um2.
- The number of placed I/O pins is 53.
- The total routed wire length on the met1 layer is 932 um.
- The final power report lists total power as 0.0815 mW.
- The final timing report lists a max-slew violation count of 0.
- The combinational share of power is 100.0%.
- The via count of the first global-routing pass is 760.
- Derived from the worst setup path, the maximum achievable clock frequency is 276 MHz.
- The effective utilization at floorplan is 11.2%.
- The clock buffer instance count of the final layout is 0.
- The wire length of the first global-routing pass is 3350 um.
- The synthesized instance count is 58.
- The count of warnings emitted by yosys is 1.
- The repair_antennas step left the layout with diodes totalling 0.
- The tally of buffers added on design ports is 49.
- Per the layout area report, the register area comes to 0 um2.
- The global routing report lists combined usage of all routing layers as 6.26%.
- The average instance area after synthesis is 6.62 um2.
- The minimum clock period after layout is 3.63 ns.
- The highest routed metal layer is met3.
- The critical hold path startpoint is HSIZE[2].
- Internal power comes to 0.0585 mW.
- The clock group share of total power is 0%.
- The fraction of final layout cells with drive strength greater than 1 is 20.8%.
- The number of buffers inserted by hold repair at cts is 0.
- The post-synthesis instance area is 384 um2.
- The total power density per cell area is 75.2 mW/mm2.
- The die covers 0.00640 mm2.
- The relative max-transition margin is 75.2%.
- The path category of the worst min-delay check is in -> out.
- The routed layout has 715 vias.
- The vertical die dimension reported for this design is 80 um.
- The fraction of power consumed by sequential logic is 0%.
- The data required time at the worst endpoint is 2.96 ns.
- The most common logic cell in the final layout is sky130_fd_sc_hd__clkdlybuf4s50_1.
- The via density per instance is 4.31.
- The final critical-path share of the clock period is 98.0%.
- The DRC violation count after routing is 0.
- In the layout the commonest cells are 45 x sky130_fd_sc_hd__clkdlybuf4s50_1, 13 x sky130_fd_sc_hd__buf_4, 7 x sky130_fd_sc_hd__nor4_1.
- The final timing report counts setup violations totalling 0.
- The count of nets left with antenna violations after detail routing is 0.
- The core region is 0.00342 mm2.
- The number of logged tool warnings is 37.
- Hold-check failures listed in the final report amount to 0.
- The routed length on met2 is 931 um.
- The script extracted a net switching power of 0.0230 mW.
- Note, the detailed placer reported a final HPWL of 1900 um.
- The weighted congestion at the end of routability-driven global placement is 0.774.
- The detailed-route wire length per cell is 12.8 um.
- The element type at the critical path start is an input pin.
- The classification of the worst setup path is in -> out.
- The number of DRC markers after the initial detailed-route iteration is 56.
- Setup repair after global routing left no endpoint under its margin.
- Per the OpenROAD floorplan log, the width of the die is 80 um.
- Per the timing report, the biggest fanout along the worst path comes to 3.
- The flow measured a signed area growth from synthesis to layout of 182%.
- The number of maximum-capacitance violations is 0.
- The initial antenna violation count is 0.
- After synthesis, the design contains 58 cells according to Yosys.
- The worst hold path cell count is 5.
- The leakage component of the power was reported as 0.396 nW.
- The highest ir drop seen on vdd is 29.5 uV.
- The leftover overflow at the end of global routing is 0.
- The worst slack on hold paths is 2.28 ns.
- The capture endpoint of the worst hold path is opcode[1].
- At the pin with the least slew margin, the transition time is 0.367 ns.
- The number of placement rows is 21.
[worst max-delay path by stage]
stage,from,endpoint,slack (ns),depth (start not counted)
finish,HADDR[13],opcode[0],0.07,9
CTS,HADDR[11],opcode[1],-0.001,7
global route,HADDR[13],opcode[0],0.02,9
[cells in the mapped netlist (2+ instances only)]
library cell	instances	area share, %
sky130_fd_sc_hd__inv_1	4	3.9
sky130_fd_sc_hd__o21a_1	2	3.9
sky130_fd_sc_hd__a21oi_1	2	2.6
sky130_fd_sc_hd__xnor2_1	2	4.6
sky130_fd_sc_hd__o31a_1	2	4.6
sky130_fd_sc_hd__nor2_1	2	2.0
sky130_fd_sc_hd__o21ai_0	2	2.6
sky130_fd_sc_hd__nor3b_1	3	5.9
sky130_fd_sc_hd__nand2_1	4	3.9
sky130_fd_sc_hd__nor4_1	8	13
sky130_fd_sc_hd__o311a_1	2	5.2
sky130_fd_sc_hd__nor2b_1	2	3.3
sky130_fd_sc_hd__nand3_1	3	3.9
sky130_fd_sc_hd__nand4_1	2	3.3
[layout make-up]
class | count | area, um2
inverter | 4 | 15.0
tap | 46 | 57.6
fill | 379 | 2330
timing repair buffer | 62 | 588
multi-input combinational | 54 | 423
[stage by stage]
stage | instances | util (%) | cell area, um2 | TNS, ns | setup slack [ns]
global placement | 164 | 29.7 | 1010 | -0.480 | -0.228
CTS | 165 | 30.5 | 1040 | -0.00143 | -0.00143
global route | 166 | 31.7 | 1080 | 0 | 0.0177
floorplan | 58 | - | 384 | 0 | 0.741
detailed placement | 164 | 29.7 | 1010 | -0.464 | -0.223
finish | 166 | 31.7 | 1080 | 0 | 0.0738
[logic make-up (layout without fill, tap and decap cells)]
group	count (synthesis)	after routing	synth area share, %
AOI/OAI and AO/OA	19	19	37.1
buffers and inverters	4	66	3.91
and+or+nand+nor	33	33	54.4
xor gates and xnor gates	2	2	4.56
[worst max-delay path: stages]
cell	delay, ns
sky130_fd_sc_hd__clkdlybuf4s50_1	0.39
sky130_fd_sc_hd__or4_4	0.54
sky130_fd_sc_hd__or2_4	0.27
sky130_fd_sc_hd__buf_4	0.14
sky130_fd_sc_hd__nor2_4	0.11
sky130_fd_sc_hd__buf_4	0.12
sky130_fd_sc_hd__a21oi_1	0.05
sky130_fd_sc_hd__o31a_1	0.27
sky130_fd_sc_hd__dlygate4sd2_1	0.25
[power groups by stage]
stage     Clock [mW]  Sequential [mW]  Combinational, mW
4_1_cts            0                0             0.0807
5_1_grt            0                0             0.0880
6_report           0                0             0.0815
[what timing repair did]
action	CTS	global route
pin swaps	5	3
setup endpoints to repair	4	3
buffers inserted	1	2
resized	9	8
[routing by layer]
metal / vias to the layer above / GRT usage, %
met5: - / 0
met4: 0 / 0
met3: 0 / 3.41
met2: 39 / 10.0
met1: 310 / 7.65
li1: 366 / -
Power and IR drop assume default switching activity.
